### /design/flow/run.sh
#!/bin/bash
# OpenROAD 26Q1-2900-gdf79404cd8, Yosys 0.63+post, stock flow scripts
make -C /OpenROAD-flow-scripts/flow DESIGN_CONFIG=/design/flow/config.mk WORK_HOME=/design/flow/orfs finish
### /design/flow/config.mk
export PLATFORM = sky130hd
export DESIGN_NAME = dpram_w1r2
export DESIGN_NICKNAME = dpram_w1r2
export VERILOG_FILES = /design/flow/design.v
export SDC_FILE = /design/flow/constraint.sdc
export NUM_CORES = 4
export LEC_CHECK = 1
export CORE_UTILIZATION = 30
export SYNTH_MEMORY_MAX_BITS = 65536
### /design/flow/constraint.sdc
current_design dpram_w1r2

set clk_period 6.0
set clk_io_pct 0.2

create_clock -name clk0 -period $clk_period [get_ports {clock_a}]
create_clock -name clk1 -period $clk_period [get_ports {clock_b}]

set non_clock_inputs [all_inputs -no_clocks]
set_input_delay [expr $clk_period * $clk_io_pct] -clock clk0 $non_clock_inputs
set_output_delay [expr $clk_period * $clk_io_pct] -clock clk0 [all_outputs]
### /design/flow/design.v
`timescale 1ps / 1ps
module dpram_w1r2 #(
	parameter address_width = 10,
	parameter data_width = 8,
    parameter init_file= ""
) (
	input	wire							clock_a,
	input	wire							wren_a,
	input	wire	[address_width-1:0]		address_a,
	input	wire	[data_width-1:0]		data_a,
	input	wire							clock_b,
	input	wire	[address_width-1:0]		address_b,
	output	reg		[(data_width*2)-1:0]	q_b
);
initial begin
	if (init_file>0)
	begin
		$readmemh(init_file, mem);
	end
end
localparam ramLength = (2**address_width);
reg [data_width-1:0] mem [ramLength-1:0];
always @(posedge clock_a) begin
	if(wren_a) begin
		mem[address_a] <= data_a;
	end
end
always @(posedge clock_b) begin
	q_b <= {mem[address_b], mem[address_b + 1'b1]};
end
endmodule
==> CHANGELOG.md <==
### Changed

* Maximum fanout along the worst path at 38
* Synth Instances at around 17,000
* R2R setup slack at between 0.9 and 1 ns
* Detailed-placement wirelength estimate at 856.2 mm
* Gr busiest metal: met2
* Total global-route track usage at 21.80%
* GRT overflow at 0
* Post-synthesis sequential area ratio at around 65%
* Mapped cell area at roughly 0.38 mm2
* Setup violations, final at 1
* DRT iter0 DRCs at ~15,000
* Failing checks: setup timing
* Crit path to: q_b[6]$_DFF_P_
* Mean Syn Cell Area at about 22 um2
* Final instance area at ~0.44 mm2
* Tool warnings at between 200 and 250
* Most frequent cells in the layout: 8,192 x edfxtp_1, 4,981 x mux4_2, 1,721 x buf_4
* Initial antenna violation count at ~150
* #FFs+latches synth at 8,208
* Reg2reg path depth at 11
* Die W at ~1.1 mm
* GR Util met3 at 20.95%
* Worst-margin pin slew at ~1.4 ns
* Final ANT Viol Nets at 0
* Psw at between 30,000 and 40,000 uW
* Area Growth Syn to Fin at 16.10%
* # Max-Cap Violations at 0
* RR Startpoint: mem[914][6]$_DFFE_PP_
* Number of enable flip-flop cells at roughly 8,000
* Init Core Util at about 30%
* Clock Power Share at 40.8%
* Average wire per standard cell at roughly 35 um
* CP Capture Type: flop
* I/O pin count at ~47
* Clock-pin slew of the registers on the worst-case setup and hold paths at roughly 0.08 ns
* HP Class: input pin to flop
* WL final at about 1300 mm
* Comb pwr share at a little over a tenth
* Most frequent logic cell in the layout: edfxtp_1
* TritonCTS clock tree: yes
* Vias in the first global route at 230,000
* Share of cells above drive strength 1 at roughly 43%
* WP data required at ~6 ns
* IO buf count at 45
* Fill cells at 114,800
* Top FF cell, synth: edfxtp_1
* Cell Area, Placed at 0.4140 mm2
* Met1 Usage GRT at approximately a fifth
* Type of origin of the critical path: input pin
* Vias at ~210k
* First-pass GRT wire length at 1794 mm
* # rows at 413
* Status: finished with violations
* Via/cell ratio at roughly 5.6
* Synth warn at 1
* Clk sinks at 8,208
* Kind of critical path: input pin to flop
* Setup TNS at -0.07272 ns
* Post-synth ARST share at 0%
* Distinct lib cells at 71
* Post-CTS setup buffers at 0
* Met2 usage at 30.26%
* Yosys chip area at 0.3810 mm2
* Yosys Instances at ~17,000
* Arrival time worst endpoint at 6.25 ns
* Power per cell area at approximately 290 mW/mm2
* Height of the die at 1.129 mm
* Worst setup margin at -0.07272 ns
* VDD IR-drop max at 0.2526 mV
* Remaining DRCs at 0
* Crit Reg-Reg Endpoint: q_b[6]$_DFF_P_
* Critical Path Start: address_b[0]
* Final Hold Violation Tally at 0
* Full die area at approximately 1.3 mm2
* First-pass DRT Iterations at 6
* P_leak at between 0.1 and 0.15 uW
* Core Region at between 1 and 1.5 mm2
* Slew headroom at 8.742%
* Max-slew violation count at 0
* Largest net degree at the start of global routing at between 150 and 200
* Routability Congestion at 0.9440
* P_int at around 100,000 uW
* Final Util at between 30% and 40%
* Sequential power share at 48.6%
* Sw Ratio at 23.55%
-- timing repair --
item,CTS,global route
hold buffers,0,0
gates resized,4,5
setup endpoints to repair,2,3
hold endpoints to repair,0,0
-- synthesized netlist by cell type, drive strengths merged, types with 4 or more instances --
library cell | n | share of area, %
xnor2 | 10 | 0.025
mux4 | 4981 | 29
mux2i | 231 | 0.61
a221oi | 152 | 0.35
nor2b | 21 | 0.034
o221ai | 16 | 0.037
o21ai | 51 | 0.067
a32oi | 53 | 0.12
nor4 | 4 | 0.0066
a21oi | 69 | 0.091
nand3 | 86 | 0.11
nor3b | 7 | 0.014
and2 | 8 | 0.013
o22ai | 89 | 0.15
nand4 | 12 | 0.020
clkbuf | 503 | 0.50
mux2 | 14 | 0.041
a311oi | 14 | 0.032
o21a | 17 | 0.033
a32o | 4 | 0.011
or3 | 10 | 0.016
a211o | 4 | 0.0092
o31ai | 4 | 0.0079
dfxtp | 16 | 0.084
edfxtp | 8192 | 65
nand2 | 340 | 0.34
nor2 | 1085 | 1.1
nor3 | 33 | 0.043
o211ai | 10 | 0.020
inv | 6 | 0.0059
a22o | 131 | 0.30
a22oi | 73 | 0.14
buf | 1011 | 1.5
a31oi | 26 | 0.043
and3 | 10 | 0.016
a211oi | 21 | 0.041
-- cell type report --
type | count | area, um2 | area share [%]
sequential | 8208 | 246300 | 55.69
clock inverter | 499 | 4677 | 1.057
antenna | 306 | 765.7 | 0.1731
timing repair buffer | 2035 | 18850 | 4.262
tap | 16810 | 21030 | 4.755
inverter | 8 | 53.80 | 0.01216
multi-input combinational | 7630 | 127800 | 28.89
clock buffer | 1036 | 22830 | 5.162
-- power groups by stage --
stage	Clock (uW)	Sequential, uW	Combinational, uW
final	53200	63200	13800
after global routing	55900	63200	14400
after CTS	53900	63200	13700
-- critical path, stage by stage --
cell and delay [ns]:
buf_16 0.12, buf_12 0.37, buf_12 0.30, buf_12 0.26
buf_12 0.29, mux4_2 0.37, mux4_2 0.46, a22o_1 0.24
a221oi_1 0.78, o22ai_1 0.26, buf_4 0.23, nor2_1 0.29
buf_4 0.18, o22ai_1 0.10, buf_4 0.22, or3_1 0.31
-- through the flow --
| step | setup slack, ns | cells | hold slack (ns) | total power, uW |
|---|---|---|---|---|
| 2_1_floorplan | 1.608 | 17360 | 1.003 | 72170 |
| 3_3_place_gp | -0.7617 | 34690 | 1.312 | 78120 |
| 3_5_place_dp | -0.7608 | 34690 | 1.332 | 78130 |
| 4_1_cts | 0.001310 | 36220 | 0.4289 | 130800 |
| 5_1_grt | -0.03170 | 36390 | 0.4808 | 133500 |
| 6_report | -0.07272 | 36530 | 0.4950 | 130200 |
-- per-layer routing --
layer  vias up  wire length, um
met3      2912           273300
met1    106500           356100
li1      80370                -
met5         -             6769
met2     16270           578800
met4       222            80760
-- state kept, by name, indices dropped and copies added (netlist names) --
| signal | cells |
|---|---|
| q_b | 16 |
| mem | 8192 |
-- cells by family after synthesis --
| group | count (synthesis) | synth area share (%) |
|---|---|---|
| AND-OR/OR-AND | 762 | 1.522 |
| flip-flops | 8208 | 64.66 |
| adder cells (fa/ha/maj) | 1 | 0.003284 |
| XOR/XNOR | 11 | 0.02726 |
| buffers and inverters | 1522 | 1.985 |
| AND/OR/NAND/NOR | 1630 | 1.711 |
| multiplexers | 5226 | 30.10 |
-- how the worst min path moves through the flow --
stage,from,to,depth (start not counted)
4_1_cts,data_a[6],mem[659][6]$_DFFE_PP_,1
5_1_grt,data_a[6],mem[656][6]$_DFFE_PP_,1
6_report,data_a[6],mem[659][6]$_DFFE_PP_,1
No activity file was given, so power comes from the tool's default toggle rates.
