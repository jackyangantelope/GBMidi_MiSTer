===== constraint.sdc =====
current_design echo_gen

set clk_period 9.1
set clk_io_pct 0.2

create_clock -name clk0 -period $clk_period [get_ports {clk}]

set non_clock_inputs [all_inputs -no_clocks]
set_input_delay [expr $clk_period * $clk_io_pct] -clock clk0 $non_clock_inputs
set_output_delay [expr $clk_period * $clk_io_pct] -clock clk0 [all_outputs]

===== run.sh =====
#!/bin/bash
# OpenROAD 26Q1-2900-gdf79404cd8, Yosys 0.63+post, stock flow scripts
make -C /OpenROAD-flow-scripts/flow DESIGN_CONFIG=/design/flow/config.mk WORK_HOME=/design/flow/orfs finish

===== design.v =====
module echo_gen
(
    input        en,
    input        clk,
    input        note_on,
    input        note_repeat,
    input  [6:0] note_start,
    input  [3:0] vel_start,
    input  [8:0] pb_start,
    output       echo_on,
    output [6:0] echo_note,
    output [3:0] echo_vel,
    output [8:0] echo_pb
);
reg note_repeat_reg;
reg[6:0] note_reg[0:15];
reg[6:0] note_temp;
reg echo_on_reg[0:15];
reg echo_on_temp;
reg[3:0] echo_vel_reg[0:15];
reg[3:0] echo_vel_temp;
reg[8:0] echo_pb_reg[0:15];
reg[8:0] echo_pb_temp;
reg[6:0] note_send_reg;
reg echo_on_send_reg;
reg[3:0] echo_vel_send_reg;
reg[8:0] echo_pb_send_reg;
reg[21:0] echo_timer = 'b1;  
reg started;
reg echo_start;
reg[3:0] i;
reg[22:0] t[0:15];
reg init;
assign echo_on = echo_on_send_reg;
assign echo_note = note_send_reg;
assign echo_vel = echo_vel_send_reg;
assign echo_pb = echo_pb_send_reg;
always @ (posedge clk) begin
    if (en) begin
        if (!init) begin
            for (int ii = 0; ii < 16; ii = ii + 1) begin
                t[ii] <= 'b1<<22;
            end
        end
        if (t[15] == 'b1<<22) init <= 1;
        echo_timer <= echo_timer + 'b1;
        if (echo_timer == 0) echo_timer <= 'b1;
        if (echo_on_temp != note_on || note_temp != note_start || echo_vel_temp != vel_start || echo_pb_temp != pb_start) begin
            t[i] <= echo_timer;
            echo_on_reg[i] <= note_on;
            note_reg[i] <= note_start;
            if (vel_start < 'd3) echo_vel_reg[i] <= 'b1;
            else echo_vel_reg[i] <= vel_start - 'd2;
            echo_pb_reg[i] <= pb_start;
            echo_on_temp <= note_on;
            note_temp <= note_start;
            echo_vel_temp <= vel_start;
            echo_pb_temp <= pb_start;
            i <= i + 'b1;
        end
        for (int ii = 0; ii < 16; ii = ii + 1) begin
            if (t[ii] == echo_timer) begin
                echo_on_send_reg <= echo_on_reg[ii];
                note_send_reg <= note_reg[ii];
                echo_vel_send_reg <= echo_vel_reg[ii];
                echo_pb_send_reg <= echo_pb_reg[ii];
                echo_on_reg[ii] <= 0;
                note_reg[ii] <= 0;
                echo_vel_reg[ii] <= 0;
                echo_pb_reg[ii] <= 0;
                t[ii] <= 'b1<<22;
            end
        end
    end
end
endmodule

===== config.mk =====
export PLATFORM = sky130hd
export DESIGN_NAME = echo_gen
export DESIGN_NICKNAME = echo_gen
export VERILOG_FILES = /design/flow/design.v
export SDC_FILE = /design/flow/constraint.sdc
export NUM_CORES = 4
export LEC_CHECK = 1
export CORE_UTILIZATION = 40

==> flow_summary.ini <==
; implementation run metrics
[floorplanning]
die_h_um = 296
chipArea_um2 = 87400
die_x_um = 296
fp-utilization = 0.404
ios = 45
num_rows = 107
core_um2 = 85300

[yosys]
mux_share = 0.00613
netlist.area_leader.share = 0.409
logic_family = simple AND/OR/NAND/NOR gates
synth-edff-count = 68
avgSynthCellArea_um2 = 7.98
synth-warning-count = 1
synth_top_cell_by_area = dfxtp_1
synthArstFlopShare = 0
synthCells = 4321
synth-xor-area-share = 0.101
synth-compound-area-share = 0.152
ys_seq_frac = 0.468
ys_chip_area_um2 = 34500
postSynthRegisterBits = 772
ys_sh_simple = 0.215
yosys_cells = 4321
adder_share = 0.00254
netlist_area_um2 = 34500
top_cell = nand2_1
synth.distinct_cells = 62
ff_type = dfxtp_1
yosys-top-cells-area = dfxtp_1, nand2_1, a21oi_1
top_cells_by_count = nand2_1, dfxtp_1, a21oi_1

[sta]
finalHoldViolCount = 0
skew_ns = 0.0152
fin_crit_sh = 0.511
fmax_ghz = 0.215
period_needed_ns = 4.65
setup_viol = 0
relSlewSlack = 0.414
rsz0062_at_grt = false
worst_pin_slew_ns = 0.879
tns_ns = 0
slew_viol_final = 0

[layout]
fill_cells = 8374
drive_above_1_share = 0.0757
largest_reg_flops = 368
area_growth_syn_to_layout_pct = 11.5
post-route-cell-area_um2 = 38500

[detailed_routing]
n_antenna_cell = 0
final_antenna_net_count = 0
wl_um = 103000
num_vias = 28700
dr.pass1.iters = 6
wl_per_cell_um = 19.0
route.detailed.drc = 0
viasPerCell = 5.32
drt_iter0_drc = 2171

[flow_run]
tool_warnings = 30
cap_violations = 0

[power]
powerDensity_nw_per_um2 = 273
p_leak_nw = 14.4
ir_worst_vdd_mv = 0.137
p_total_mw = 10.5

[setup_path]
arrival_ns = 5.19
r2r_setup_slack_ns = 4.51
r2r-end = echo_pb_send_reg[4]
crit_path_end_kind = flip-flop
r2r-start = echo_timer[5]
cp_data_required_time_ns = 9.64
critical_path.top_delay_family = buffers and inverters
path_common_cell = buf_4
worstPathMaxFanout = 43
crit_type = primary input to flip-flop
cp-start-kind = primary input
path_cells = clkdlybuf4s50_1 -> buf_4 -> xnor2_1 -> nand4_1 -> nor4_1 -> a41oi_2 -> buf_4 -> and2_0 -> nand3_2 -> buf_4 -> nand2_1 -> a21oi_1
r2r_cells = 10
cp.buffers_inverters = 4
critPathMaxStageDelay_ns = 0.45
slowest_stage = clkdlybuf4s50_1

[clock_tree]
ctsResizeCount = 0
ctsLongestPathBuffers = 3
cts-hold-fix-buffers = 0
clkSlewWorstSetupHoldPaths_ns = 0.06
clock_sinks = 772
clkLatencyLatePin_ns = 0.62
cts_tree = done
htree_levels = 3
cts_made_buffers = 80
cts_root_buffer = clkbuf_16
postCtsSetupBuffers = 0

[global_routing]
grt_pass1_wl_um = 158000
grt_max_degree = 46
overflow = 0
grt_util_all_layers = 0.242
grt_pass1_vias = 26200
antenna_found_initial = 0

[placement]
io_buffers = 43
hpwlAfterDp_um = 61800
gp_congestion = 0.958
place_area_um2 = 35800

[min_path]
min_path_type = flip-flop to flip-flop
hold_depth = 2
min_to = echo_pb_reg[3][8]
hp-start = echo_pb_reg[3][8]

[status]
outcome = completed
-- worst max-delay path by stage --
stage | startpoint | to | cells past startpoint
after CTS | note_start[3] | t[7][3] | 12
after global routing | note_start[1] | t[15][5] | 12
final | note_start[3] | t[15][5] | 12
-- placed cells by master, fill, tap and decap left out, types with 23 or more instances in the layout --
cell / count
dfxtp_1: 704
nor2_4: 24
inv_1: 33
nor2_1: 57
clkbuf_16: 84
xor2_1: 158
buf_4: 130
edfxtp_1: 68
nand2_1: 1420
a21oi_1: 692
xnor2_1: 238
nand4_1: 73
nor4_1: 48
and2_1: 23
clkdlybuf4s50_1: 43
clkbuf_1: 27
nand3_1: 51
-- per-stage QoR --
stage / setup WS, ns / hold WS [ns] / utilization / instances
after floorplan: 4.70 / 0.427 / - / 4321
after global placement: 3.83 / 0.434 / 0.420 / 5251
after detailed placement: 3.83 / 0.440 / 0.420 / 5251
after CTS: 4.47 / 0.450 / 0.451 / 5396
after global routing: 4.17 / 0.462 / 0.451 / 5396
final: 4.45 / 0.448 / 0.451 / 5396
-- tightest hold or removal path, delay by kind of cell (launching register included) --
kind / cells / cell delay (ns)
flops: 1 / 0.30
simple gates: 1 / 0.05
compound gates: 1 / 0.05
-- where the power goes --
| group | leakage [nW] | total, mW | switching, mW | internal (mW) |
|---|---|---|---|---|
| Combinational | 6.59 | 2.04 | 1.01 | 1.03 |
| Sequential | 6.53 | 5.14 | 0.592 | 4.55 |
| Clock | 1.30 | 3.32 | 1.38 | 1.94 |
-- final cells by class --
type,instances,area (um^2),area share
clock buffers,131,2480,0.0644
clock inverters,14,160,0.00416
inverters,34,128,0.00332
multi-input cells,3128,16700,0.435
flip-flops and latches,772,16100,0.419
well taps,1144,1430,0.0372
repair buffers,173,1410,0.0366
-- routing by layer --
layer / vias to the layer above / routed length [um] / track usage
met5: - / 0 / 0
met4: 0 / 3960 / 0.0773
met3: 199 / 6030 / 0.0384
met2: 766 / 46700 / 0.371
met1: 13600 / 46000 / 0.360
li1: 14100 / - / -
-- cell families after synthesis --
logic type,Yosys count
DFF,772
and+or+nand+nor,1782
muxes,21
AOI/OAI and AO/OA,922
xor gates and xnor gates,396
buffers and inverters,421
adders and majority gates,7
Power figures rest on the tool's default switching activity, not on a simulated workload.
